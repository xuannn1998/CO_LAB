**flow/design.v**
```verilog
module ALU_Control(
          funct_i,
          ALUOp_i,
          ALUCtrl_o
          );
input      [6-1:0] funct_i;
input      [3-1:0] ALUOp_i;
output     [4-1:0] ALUCtrl_o;    
reg        [4-1:0] ALUCtrl_o;
always@(funct_i, ALUOp_i)begin
	ALUCtrl_o = ({ALUOp_i,funct_i} == 9'b010_100000 || ALUOp_i == 3'b000 || ALUOp_i == 3'b100 ) ? 4'b0010 :  
				({ALUOp_i,funct_i} == 9'b010_100010 || ALUOp_i == 3'b001 ) ? 4'b0110 :  
				({ALUOp_i,funct_i} == 9'b010_100100) ? 4'b0000 :  
				({ALUOp_i,funct_i} == 9'b010_100101) ? 4'b0001 :  
				({ALUOp_i,funct_i} == 9'b010_101010 || ALUOp_i == 3'b101) ? 4'b0111 :  
				({ALUOp_i,funct_i} == 9'b010_011000) ? 4'b1001 : 4'b1111 ;  
end  
endmodule     
```
**flow/run.sh**
```bash
#!/bin/bash
# OpenROAD 26Q1-2900-gdf79404cd8, Yosys 0.63+post, stock flow scripts
make -C /OpenROAD-flow-scripts/flow DESIGN_CONFIG=/design/flow/config.mk WORK_HOME=/design/flow/orfs finish
```
**flow/config.mk**
```make
export PLATFORM = sky130hd
export DESIGN_NAME = ALU_Control
export DESIGN_NICKNAME = ALU_Control
export VERILOG_FILES = /design/flow/design.v
export SDC_FILE = /design/flow/constraint.sdc
export NUM_CORES = 4
export LEC_CHECK = 1
export CORE_AREA = 10 10 70 70
export DIE_AREA = 0 0 80 80
```
**flow/constraint.sdc**
```tcl
current_design ALU_Control

set clk_period 2.5
set clk_io_pct 0.2

create_clock -name clk0 -period $clk_period

set non_clock_inputs [all_inputs -no_clocks]
set_input_delay [expr $clk_period * $clk_io_pct] -clock clk0 $non_clock_inputs
set_output_delay [expr $clk_period * $clk_io_pct] -clock clk0 [all_outputs]
```
==> metrics.cfg <==
[cells_and_area]
fillCellCount = 407
lay_top_count = clkdlybuf4s50_1
final_area_um2 = 347
drive_gt1_share_pct = 15.6
post-route-util_pct = 10.1
comb_area_um2 = 141
flops = 0
num-clock-buffers = 0
fin_cells = 80
areaGrowthSynthToFinish_pct = 156
final_layout_top_logic_cells = 8 x clkdlybuf4s50_1, 4 x dlygate4sd2_1, 2 x o22a_1, 2 x inv_1
regArea_um2 = 0

[sta]
min_period_ns = 2.44
tns_ns = 0
report.final.slew_viol_count = 0
layout_worst_path_cycle_share_pct = 97.4
hold_viol_final = 0
worst_pin_slew_ns = 0.240
max-slew-margin-rel_pct = 83.9
clock.fmax_mhz = 410
rsz0062_at_grt = no
finalSetupViolCount = 0

[logic_synthesis]
ys_types = 16
postSynthSeqShare_pct = 0
synthTopCellsByArea = nor4b_4 18%, o22a_1 13%, o2111a_1 8.3%, a22o_1 6.5%, nand4b_1 6.5%
syn_inst = 18
top_area_share_pct = 17.6
yosys-stat-area_um2 = 135
yosys.area.top_type = nor4b_4
postSynthAreaPerCell_um2 = 7.51
ys_cells = 18
syn_area_um2 = 135
yosysWarningCount = 1

[drt]
post_drt_wl_per_cell_um = 8.46
antenna_left = 0
vias_per_cell = 2.61
dr.pass1.iters = 3
drt_iter0_markers = 7
drc = 0
vias = 209
wirelength_um = 677

[critical_path]
crit_path_end_kind = output pin
crit_required_ns = 2.00
critPathKind = primary input to output pin
worst-path-max-fanout = 3
crit_arrival_ns = 1.94
startpoint_type = primary input

[floorplan]
core_um2 = 3420
rows = 21
dieArea_um2 = 6400
die_h_um = 80
dieWidth_um = 80
fp_util_pct = 3.96
io_pins = 13

[global_routing]
grt_pass1_vias = 207
grt_max_degree = 6
track_usage_pct = 2.10
grt_pass1_wl_um = 1090
grt-ovfl-total = 0
antenna_found_initial = 2

[placement]
placed_area_um2 = 330
post-place-cells = 78
gp_congestion = 0.763
port_buffers = 13

[min_path]
holdPathStages = 3
min_to = ALUCtrl_o[0]
min_from = ALUOp_i[0]
min_path_type = primary input to output pin

[flow_run]
warnings = 32
max-cap-violations = 0

[cts]
ctsHoldBuffers = 0

[run_status]
status = completed

[power_and_ir_drop]
power_density_nw_per_um2 = 116
vdd_drop_max_uv = 29.7
p_leak_nw = 0.121
finalPower_w = 0.0000401

[cell type report]
type                       count  share of cell area [%]
multi-input combinational     16                    40.8
timing repair buffer          14                    39.0
tap                           46                    16.6
inverter                       2                    2.17
antenna                        2                    1.44
[layer usage]
| metal | share of wire (%) | global-route usage [%] |
|---|---|---|
| met3 | 20 | 1.93 |
| met2 | 21 | 1.93 |
| met4 | 0 | 0 |
| met5 | 0 | 0 |
| met1 | 59 | 3.30 |
[synthesized netlist by cell type]
cell,instances
or3_1,1
nand2_1,1
nor3b_1,1
a22o_1,1
inv_1,2
nand4b_1,1
o22a_1,2
o2111a_1,1
a22oi_1,1
nor3_1,1
nor2_1,1
nand2b_1,1
nor2b_1,1
nor4b_4,1
a21oi_1,1
a31oi_1,1
[worst max path at each step]
stage               from            to  slack (ns)
global route  funct_i[1]  ALUCtrl_o[3]       0.003
finish        funct_i[4]  ALUCtrl_o[3]        0.06
CTS           funct_i[4]  ALUCtrl_o[2]        0.06
[stage by stage]
stage          hold WS, ns  setup slack, ns
5_1_grt               1.82          0.00310
2_1_floorplan         1.04            0.975
4_1_cts               1.90           0.0588
6_report              1.79           0.0639
3_5_place_dp          2.01          -0.0745
3_3_place_gp          2.01          -0.0620
[power by group]
group | switching (W) | total, W | internal, W
Sequential | 0 | 0 | 0
Clock | 0 | 0.000000000107 | 0.000000000107
Combinational | 0.0000160 | 0.0000401 | 0.0000241
[critical path, stage by stage]
cell             delay [ns]
clkdlybuf4s50_1        0.52
nor2b_1                0.09
o2111a_1               0.15
a21oi_2                0.18
clkdlybuf4s50_1        0.49
[logic make-up after synthesis]
group           share of synthesized area (%)
compound gates                           41.7
buf+inv                                  5.56
simple gates                             52.8
[repair_timing]
item,CTS,global route
resized,6,2
buffers inserted,0,0
setup endpoints to repair,3,2
pin swaps,0,2
