`design.v`:
```
module Forwarding(
	idex_Rs,
	idex_Rt,
	exmem_Rd,
	exmem_RegWrite,
	memwb_Rd,
	memwb_RegWrite,
	ForwardA,
	ForwardB
	);
input [4:0] idex_Rs;
input [4:0] idex_Rt;
input [4:0] exmem_Rd;
input [4:0] memwb_Rd;
input       exmem_RegWrite;
input       memwb_RegWrite;
output [1:0] ForwardA;
output [1:0] ForwardB;
reg [1:0] ForwardA;
reg [1:0] ForwardB;
always@(*) begin
	if(exmem_RegWrite == 1'b1 && exmem_Rd == idex_Rs && exmem_Rd != 5'd0) 
		ForwardA = 2'b01;	 
	else if(memwb_RegWrite == 1'b1 && memwb_Rd == idex_Rs && memwb_Rd != 5'd0 && (~(exmem_RegWrite == 1'b1 && exmem_Rd != 5'd0 && exmem_Rd == idex_Rs)))
		ForwardA = 2'b10;	 
	else
		ForwardA = 2'b00;
	if(exmem_RegWrite == 1'b1 &&  exmem_Rd == idex_Rt && exmem_Rd != 5'd0) 
		ForwardB = 2'b01;	 
	else if(memwb_RegWrite == 1'b1 &&  memwb_Rd == idex_Rt && memwb_Rd != 5'd0 && (~(exmem_RegWrite == 1'b1 && exmem_Rd != 5'd0 && exmem_Rd == idex_Rt)) )
		ForwardB = 2'b10;	 
	else
		ForwardB = 2'b00;
end
endmodule
```
`run.sh`:
```
#!/bin/bash
# OpenROAD 26Q1-2900-gdf79404cd8, Yosys 0.63+post, stock flow scripts
make -C /OpenROAD-flow-scripts/flow DESIGN_CONFIG=/design/flow/config.mk WORK_HOME=/design/flow/orfs finish
```
`config.mk`:
```
export PLATFORM = sky130hd
export DESIGN_NAME = Forwarding
export DESIGN_NICKNAME = Forwarding
export VERILOG_FILES = /design/flow/design.v
export SDC_FILE = /design/flow/constraint.sdc
export NUM_CORES = 4
export LEC_CHECK = 1
export CORE_AREA = 10 10 70 70
export DIE_AREA = 0 0 80 80
```
`constraint.sdc`:
```
current_design Forwarding

set clk_period 2.1
set clk_io_pct 0.2

create_clock -name clk0 -period $clk_period

set non_clock_inputs [all_inputs -no_clocks]
set_input_delay [expr $clk_period * $clk_io_pct] -clock clk0 $non_clock_inputs
set_output_delay [expr $clk_period * $clk_io_pct] -clock clk0 [all_outputs]
```
==> Slide: Implementation Results <==
Run Summary

Status
  – Status: completed

Worst hold path
  – Hold Path Stages: 5
  – Worst min-delay path category: input pin to primary output
  – Hold Path Origin: idex_Rt[3]
  – Hold EP: ForwardB[1]

Route
  – Antenna cells: 0
  – Final routed DRC violation total: 0
  – WL/cell: approximately 12 um
  – Vias: 383
  – Final wirelength: 1.43 mm
  – Drt via density: 3.17
  – Router iterations before antenna repair: 2
  – Final ANT Viol Nets: 0
  – DR iter-0 viols: 2

Final layout
  – Layout cells sized above 1: 48.0%
  – Fin util: 22.2%
  – Most common logic cells in the final layout: dlygate4sd2_1, buf_4, xor2_1
  – Registers: 0
  – Register Area: 0 um2
  – Area grow syn2layout: 196%
  – Clock Buffer Count: 0
  – Most numerous logic cell after layout: dlygate4sd2_1

Final timing
  – Slew headroom: 81.5%
  – Setup_tns: 0 ns
  – Fmax: 486 MHz
  – Worst hold slack: 1.44 ns
  – Worst-margin pin slew: 0.276 ns
  – Period utilization: 97.9%
  – Pins Over Slew Limit: 0
  – Hold Vio Cnt, Final: 0
  – RSZ-0062 raised after global routing: true
  – Endpoints failing setup: 0
  – Min Tclk post-route: 2.06 ns

Setup path
  – Levels on crit path: 7
  – CP Class: input pin to primary output
  – Crit path capture type: primary output
  – WP data arrival: 1.64 ns
  – Buf/Inv on CP: 3
  – Max FO, Critical Path: 2
  – Req. time, crit path: 1.68 ns
  – Startpoint types: input pin
  – Worst path cell trace: buf_6, or4_4, o21ai_4, buf_4, nor4_4, nor3_2, buf_2
  – Crit path max-delay family: simple AND/OR/NAND/NOR gates
  – CP max-delay cell: or4_4
  – CP max stage delay: about 0.54 ns

Global route
  – Initial antenna violation count: 0
  – Largest net degree at the start of global routing: 4
  – Gr ovfl total: 0
  – GR Util All Layers: ~4.4%
  – Vias in the first global route: 464
  – First-pass GRT wire length: 2.27 mm

Logic synthesis
  – Post-synthesis adder-cell area fraction: 0%
  – Post-synthesis average cell area: 7.54 um2
  – YS chip area: 256 um2
  – Post-synthesis cell type count: 8
  – AND-OR/OR-AND share of the synthesized area: 5.37%
  – Synthesized area: 256 um2
  – Synth area leader: xnor2_1
  – Mux area share: 0%
  – Cell area leaders: xnor2_1, xor2_1, nand3_1
  – XOR Share, Synth: 68.3%
  – Largest non-sequential cell family by area: XOR/XNOR gates
  – Seq share, synth: 0%
  – Syn Inst Count: 34
  – Synth top area share: about a third
  – Cell total in the yosys stat output: 34
  – Synth warn: 1
  – Simple share: 26.3%

Floorplanning
  – Fp_density: between 7 and 8%
  – Die ar.: 6400 um2
  – I/O pins: 26
  – Row count: 21
  – Width of the die: 80 um
  – Total core area: 3420 um2
  – Die Span Y: about 80 um

Power
  – Comb power frac: 100.0%
  – Leakage power figure: 0.317 nW
  – Power per cell area: between 150 and 200 nW/um2
  – Total power: between 0.0001 and 0.00015 W
  – Internal power: 0.0000758 W
  – Switch share: approximately 43%
  – Clock share of power: 0%
  – Net switching power: 0.0000563 W
  – Worst IR drop on VDD: about 0.000028 V
  – Reg power frac: 0%

Placement
  – DP Wirelength: 1.28 mm
  – Final GP Congestion: 0.761
  – Buffers on Ports: 26

Clocking
  – Cts hold-fix bufs: 0

Run
  – Log Warnings: 33
  – Max Cap Violations: 0
==> synth_stat cells (all sizes together) <==
| master | count |
|---|---|
| xnor2 | 10 |
| xor2 | 10 |
| nand3 | 4 |
| nor3 | 4 |
| nor4 | 2 |
| o21ai | 2 |
| or4 | 2 |
==> kinds of logic after synthesis <==
group and after synthesis:
AND-OR/OR-AND 2, XOR/XNOR 20, AND/OR/NAND/NOR 12
==> worst max-delay path by stage <==
stage                         end   startpoint
final                 ForwardB[1]  exmem_Rd[1]
after global routing  ForwardB[1]  exmem_Rd[1]
after CTS             ForwardA[1]  memwb_Rd[1]
==> cell type report <==
cell class	instances	area [um2]
tap	46	57.6
multi-input combinational	34	348
timing repair buffer	41	354
fill	372	2660
==> power by group through the flow <==
stage	registers (W)	logic, W	clock network (W)
5_1_grt	0	0.000144	0
6_report	0	0.000132	0
4_1_cts	0	0.000121	0
==> through the flow <==
stage	instances	instance area, um2	worst slack [ns]
after CTS	121	722	0.0100
after global routing	121	759	-0.0175
after floorplan	34	256	0.424
after detailed placement	119	672	-0.706
after global placement	119	672	-0.685
final	121	759	0.0441
==> metal layers <==
| layer | GRT usage (%) | share of wire [%] | vias to the layer above |
|---|---|---|---|
| met5 | 0 | 0 | - |
| li1 | - | - | 203 |
| met4 | 0 | 0 | 0 |
| met1 | 4.76 | 36 | 168 |
| met2 | 9.07 | 57 | 12 |
| met3 | 0.682 | 7.1 | 0 |
==> what timing repair did <==
action                     4_1_cts  5_1_grt
gates resized                   59        9
setup buffers                    3        0
setup endpoints to repair        4        4
pin swaps                       13        5
Power figures rest on the tool's default switching activity, not on a simulated workload.
