### /design/flow/run.sh
#!/bin/bash
# OpenROAD 26Q1-2900-gdf79404cd8, Yosys 0.63+post, stock flow scripts
make -C /OpenROAD-flow-scripts/flow DESIGN_CONFIG=/design/flow/config.mk WORK_HOME=/design/flow/orfs finish
### /design/flow/config.mk
export PLATFORM = sky130hd
export DESIGN_NAME = alu
export DESIGN_NICKNAME = alu
export VERILOG_FILES = /design/flow/design.v
export SDC_FILE = /design/flow/constraint.sdc
export NUM_CORES = 4
export LEC_CHECK = 1
export CORE_UTILIZATION = 30
### /design/flow/constraint.sdc
current_design alu

set clk_period 1.0
set clk_io_pct 0.2

create_clock -name clk0 -period $clk_period [get_ports {clk}]

set non_clock_inputs [all_inputs -no_clocks]
set_input_delay [expr $clk_period * $clk_io_pct] -clock clk0 $non_clock_inputs
set_output_delay [expr $clk_period * $clk_io_pct] -clock clk0 [all_outputs]
### /design/flow/design.v
`timescale 1ns/1ps
module alu(
           clk,            
           rst_n,          
           src1,           
           src2,           
           ALU_control,    
           result,         
           zero,           
           cout,           
           overflow        
           );
input           clk;
input           rst_n;
input  [32-1:0] src1;
input  [32-1:0] src2;
input   [4-1:0] ALU_control;
output [32-1:0] result;
output          zero;
output          cout;
output          overflow;
reg    [32-1:0] result;
reg             zero;
reg             cout;
reg             overflow;
wire [32-1:0] tmp_cout;
wire [32-1:0] tmp_result;
wire less_input;
assign less_input = (src1[31]) ^ (~src2[31]) ^ (tmp_cout[30]);
alu_top alu00(src1[0], src2[0], less_input, ALU_control[3], ALU_control[2], ALU_control[3] ^ ALU_control[2], ALU_control[1:0], tmp_result[0], tmp_cout[0]);
alu_top alu01(src1[1], src2[1], 0, ALU_control[3], ALU_control[2], tmp_cout[0], ALU_control[1:0], tmp_result[1], tmp_cout[1]);
alu_top alu02(src1[2], src2[2], 0, ALU_control[3], ALU_control[2], tmp_cout[1], ALU_control[1:0], tmp_result[2], tmp_cout[2]);
alu_top alu03(src1[3], src2[3], 0, ALU_control[3], ALU_control[2], tmp_cout[2], ALU_control[1:0], tmp_result[3], tmp_cout[3]);
alu_top alu04(src1[4], src2[4], 0, ALU_control[3], ALU_control[2], tmp_cout[3], ALU_control[1:0], tmp_result[4], tmp_cout[4]);
alu_top alu05(src1[5], src2[5], 0, ALU_control[3], ALU_control[2], tmp_cout[4], ALU_control[1:0], tmp_result[5], tmp_cout[5]);
alu_top alu06(src1[6], src2[6], 0, ALU_control[3], ALU_control[2], tmp_cout[5], ALU_control[1:0], tmp_result[6], tmp_cout[6]);
alu_top alu07(src1[7], src2[7], 0, ALU_control[3], ALU_control[2], tmp_cout[6], ALU_control[1:0], tmp_result[7], tmp_cout[7]);
alu_top alu08(src1[8], src2[8], 0, ALU_control[3], ALU_control[2], tmp_cout[7], ALU_control[1:0], tmp_result[8], tmp_cout[8]);
alu_top alu09(src1[9], src2[9], 0, ALU_control[3], ALU_control[2], tmp_cout[8], ALU_control[1:0], tmp_result[9], tmp_cout[9]);
alu_top alu10(src1[10], src2[10], 0, ALU_control[3], ALU_control[2], tmp_cout[9], ALU_control[1:0], tmp_result[10], tmp_cout[10]);
alu_top alu11(src1[11], src2[11], 0, ALU_control[3], ALU_control[2], tmp_cout[10], ALU_control[1:0], tmp_result[11], tmp_cout[11]);
alu_top alu12(src1[12], src2[12], 0, ALU_control[3], ALU_control[2], tmp_cout[11], ALU_control[1:0], tmp_result[12], tmp_cout[12]);
alu_top alu13(src1[13], src2[13], 0, ALU_control[3], ALU_control[2], tmp_cout[12], ALU_control[1:0], tmp_result[13], tmp_cout[13]);
alu_top alu14(src1[14], src2[14], 0, ALU_control[3], ALU_control[2], tmp_cout[13], ALU_control[1:0], tmp_result[14], tmp_cout[14]);
alu_top alu15(src1[15], src2[15], 0, ALU_control[3], ALU_control[2], tmp_cout[14], ALU_control[1:0], tmp_result[15], tmp_cout[15]);
alu_top alu16(src1[16], src2[16], 0, ALU_control[3], ALU_control[2], tmp_cout[15], ALU_control[1:0], tmp_result[16], tmp_cout[16]);
alu_top alu17(src1[17], src2[17], 0, ALU_control[3], ALU_control[2], tmp_cout[16], ALU_control[1:0], tmp_result[17], tmp_cout[17]);
alu_top alu18(src1[18], src2[18], 0, ALU_control[3], ALU_control[2], tmp_cout[17], ALU_control[1:0], tmp_result[18], tmp_cout[18]);
alu_top alu19(src1[19], src2[19], 0, ALU_control[3], ALU_control[2], tmp_cout[18], ALU_control[1:0], tmp_result[19], tmp_cout[19]);
alu_top alu20(src1[20], src2[20], 0, ALU_control[3], ALU_control[2], tmp_cout[19], ALU_control[1:0], tmp_result[20], tmp_cout[20]);
alu_top alu21(src1[21], src2[21], 0, ALU_control[3], ALU_control[2], tmp_cout[20], ALU_control[1:0], tmp_result[21], tmp_cout[21]);
alu_top alu22(src1[22], src2[22], 0, ALU_control[3], ALU_control[2], tmp_cout[21], ALU_control[1:0], tmp_result[22], tmp_cout[22]);
alu_top alu23(src1[23], src2[23], 0, ALU_control[3], ALU_control[2], tmp_cout[22], ALU_control[1:0], tmp_result[23], tmp_cout[23]);
alu_top alu24(src1[24], src2[24], 0, ALU_control[3], ALU_control[2], tmp_cout[23], ALU_control[1:0], tmp_result[24], tmp_cout[24]);
alu_top alu25(src1[25], src2[25], 0, ALU_control[3], ALU_control[2], tmp_cout[24], ALU_control[1:0], tmp_result[25], tmp_cout[25]);
alu_top alu26(src1[26], src2[26], 0, ALU_control[3], ALU_control[2], tmp_cout[25], ALU_control[1:0], tmp_result[26], tmp_cout[26]);
alu_top alu27(src1[27], src2[27], 0, ALU_control[3], ALU_control[2], tmp_cout[26], ALU_control[1:0], tmp_result[27], tmp_cout[27]);
alu_top alu28(src1[28], src2[28], 0, ALU_control[3], ALU_control[2], tmp_cout[27], ALU_control[1:0], tmp_result[28], tmp_cout[28]);
alu_top alu29(src1[29], src2[29], 0, ALU_control[3], ALU_control[2], tmp_cout[28], ALU_control[1:0], tmp_result[29], tmp_cout[29]);
alu_top alu30(src1[30], src2[30], 0, ALU_control[3], ALU_control[2], tmp_cout[29], ALU_control[1:0], tmp_result[30], tmp_cout[30]);
alu_top alu31(src1[31], src2[31], 0, ALU_control[3], ALU_control[2], tmp_cout[30], ALU_control[1:0], tmp_result[31], tmp_cout[31]);
always@(posedge clk or negedge rst_n) 
begin
    cout = 1'b0;
    zero = 1'b0;
    if(rst_n) begin 
    result = tmp_result;
      if(ALU_control[1:0] == 2'b10) begin
         cout = (tmp_cout == 1'b0)?0:1;
      end
      if(result == 0) begin
          zero = 1;
      end
    overflow = (tmp_cout[30] ^ tmp_cout[31]);
    end
end
endmodule
`timescale 1ns/1ps
module alu_top(
               src1,        
               src2,        
               less,        
               A_invert,    
               B_invert,    
               cin,         
               operation,   
               result,      
               cout,        
               );
input         src1;
input         src2;
input         less;
input         A_invert;
input         B_invert;
input         cin;
input [2-1:0] operation;
output        result;
output        cout;
reg           result;
reg           cout;
reg           a, b;
always@(*)
begin
  a = src1 ^ A_invert;
  b = src2 ^ B_invert;
   case(operation[1:0])
    4'b00: begin result = a & b; cout = 0; end  
    4'b01: begin result = a | b; cout = 0; end  
    4'b10: begin result = (a^b)^cin; cout = (a&b)|(a&cin)|(b&cin); end  
    4'b11: begin result = less; cout = (a&b)|(a&cin)|(b&cin); end  
  endcase
end
endmodule
==> reports/notes.md <==
- **starting density of the core** 31.1%
- **TritonCTS clock tree** yes
- **number of buffers on the longest clock path** 2
- **final wirelength** 11600 um
- **cell type with the highest aggregate area in the netlist** edfxtp_1
- **violated checks** negative setup slack
- **share of power burned in the clock network** 22.1%
- **mapped cell area** 4390 um2
- **time the final worst path needs with I/O delays and setup** 15.91 ns
- **overall global routing resource usage** 16.1%
- **Log Warnings** 90
- **Critical path buffers and inverters** 2
- **Data required, critical path** 1.21 ns
- **path class of the lowest-slack min-delay path** in -> reg
- **Startpoint Class** input port
- **Detailed Place HPWL** 8860 um
- **fmax** 0.0629 GHz
- **top cells by area** edfxtp_1 (23%), ha_1 (18%), fa_1 (14%)
- **portion of total power attributed to combinational logic** 51.5%
- **multi-input combinational cell area** 3310 um2
- **routed length per instance** 13.9 um
- **FF+latch count, synth** 35
- **crit-path most repeated cell** fa_2
- **floorplan die height** 123 um
- **Hold Fails Final Rpt** 0
- **drt first-iter violations** 118
- **worst-path fanout max** 3
- **part of the cycle the worst path needs** 1590%
- **placeable core region** 14100 um2
- **power density over cell area** 1020 nW/um2
- **transition at the pin with the smallest max-transition slack** 0.499 ns
- **post-synthesis chip area from yosys** 4390 um2
- **share of the synthesized area in the top cell type** 22.6%
- **first-pass GRT wire length** 18100 um
- **RSZ-0062 raised after global routing** true
- **maximum VDD drop** 600 uV
- **drt drc** 0
- **cell with the biggest individual delay on the critical path** fa_2
- **pre-CTS WS** -15.63 ns
- **P&R area growth vs syn** 61.1%
- **area share of xor/xnor cells in the synthesized design** 13.6%
- **die width** 123 um
- **mean cell area of the mapped netlist** 10.6 um2
- **number of distinct standard cells referenced by the synthesized netlist** 30
- **number of CTS-inserted buffers** 5
- **via count** 3635
- **final setup violation count** 40
- **LEAKAGE** 3.43 nW
- **clock tree root buffer cell** clkbuf_16
- **family with the most delay on the worst path** adder cells
- **Clock H-tree levels** 2
- **total die size** 15100 um2
- **FP Rows** 43
- **number of fill cells in the layout** 1221
- **Reg area** 1040 um2
- **count of library flops with an enable pin** 33
- **antenna violations before repair** 1
- **max_cap viols** 0
- **hold-critical path depth** 1
- **# Cells Yosys** 414
- **post-route worst hold slack** 0.222 ns
- **mux cell area share after synthesis** 6.84%
- **most numerous cell in the Yosys netlist** xor2_1
- **share of synthesized area occupied by flip-flops and latches** 23.7%
- **Psw** 2.34 mW
- **proportion of register bits with asynchronous set or reset after synthesis** 5.71%
- **CP arrival** 16.12 ns
- **I/O Buffers** 104
- **count of clock tree sinks** 35
- **DR pass1 iterations** 4
- **tally of yosys warning messages** 33
- **critical path class** in -> reg
- **via density per instance** 4.34
- **leading cell types by count after synthesis** xor2_1 (66), inv_1 (65), ha_1 (64)
- **area fraction in and, or, nand and nor cells after synthesis** 9.26%
- **post-synthesis adder-cell area fraction** 32.4%
- **Primary FF master, synth** edfxtp_1
- **run status** finished with violations
- **sequential fraction of design power** 26.4%
- **GR Overflow Total** 0
- **kind of capture point of the worst setup path** register
- **RD Place Congestion** 0.846
- **ratio of cells with drive above 1 in the final layout** 45.9%
- **total internal power** 4.85 mW
- **hold path startpoint** rst_n
- **Max-Slew Margin vs Limit** 66.4%
- **count of boundary I/O pins** 105
- **post-synthesis instance total** 414
- **pin count of the biggest net entering global routing** 42
- **min setup slack post-route** -14.91 ns
- **largest family of logic cells by area** adder cells
- **Clock Pin Slew Worst Setup and Hold Paths** 0.06 ns
- **number of pins exceeding their max-slew limit in the final report** 0
- **number of global-route vias before repair** 3689
- **CP peak stage delay** 0.41 ns
- **overall power** 7.20 mW
- **worst min-delay path endpoint** result[8]
- **Synth Area in Compound Gates** 5.13%
- **sw frac** 32.6%
- **number of nets with antenna violations after detailed routing** 0
-- cell type report --
cell class,instances,area share (%)
antenna,1,0.0354
sequential,35,14.7
clock buffer,5,1.77
clock inverter,3,0.283
inverter,65,3.45
timing repair buffer,257,29.7
tap,180,3.18
multi-input combinational,291,46.9
-- what timing repair did --
item,4_1_cts,5_1_grt
hold buffers,1,0
pin swaps,24,12
setup endpoints to repair,70,49
setup buffers,17,20
gates resized,153,11
endpoints found under the hold margin,2,0
-- how the worst max path moves through the flow --
stage / from / end / slack, ns / depth (start not counted)
CTS: src1[0] / zero / -14.98 / 72
global route: ALU_control[3] / zero / -15.35 / 72
finish: ALU_control[3] / zero / -14.91 / 72
-- sequential cells by signal, summed over array words and instances, names as in the netlist --
register and count:
cout 1, result 32, zero 1, overflow 1
-- per-stage QoR --
stage                     instance area (um2)  TNS, ns  utilization, %  instances
after floorplan                          4590  -292.26               -        414
after global placement                   6620  -316.88            47.0        795
after detailed placement                 6620  -320.40            47.0        795
after CTS                                6870  -294.42            48.7        816
after global routing                     7070  -303.63            50.2        836
final                                    7070  -295.11            50.2        837
-- routing by layer --
layer,global-route usage (%),share of wire [%],up-vias
met1,23.5,45,1719
met5,0,0,-
met3,3.44,6.0,8
met2,26.1,48,87
met4,1.88,1.3,0
li1,-,-,1821
-- cells in the final DEF, fill, tap and decap left out, types with 3 or more instances in the layout --
cell type,n
nand4_1,4
o22ai_2,15
xor2_2,4
buf_2,37
and2_4,29
buf_4,144
clkdlybuf4s50_1,61
nor4_2,4
buf_12,6
ha_1,62
nor4_1,10
o22ai_1,15
nand2_2,3
inv_1,63
clkbuf_16,5
fa_2,31
edfxtp_1,33
mux2i_1,28
xor2_1,61
nor2_1,3
buf_6,4
-- power by group through the flow --
| stage | clock network [mW] | registers [mW] | logic [mW] |
|---|---|---|---|
| global route | 1.66 | 1.92 | 4.13 |
| finish | 1.59 | 1.90 | 3.70 |
| CTS | 1.61 | 1.91 | 3.56 |
-- cell families after synthesis --
family          after synthesis
fa+ha+maj                    95
buf+inv                      88
xor+xnor                     68
simple gates                 63
compound gates               35
flops                        35
mux                          30
Power figures rest on the tool's default switching activity, not on a simulated workload.
